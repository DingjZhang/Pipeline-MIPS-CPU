==> ./run.sh <==
#!/bin/bash
# OpenROAD 26Q1-2900-gdf79404cd8, Yosys 0.63+post, stock flow scripts
make -C /OpenROAD-flow-scripts/flow DESIGN_CONFIG=/design/flow/config.mk WORK_HOME=/design/flow/orfs finish
==> ./config.mk <==
export PLATFORM = sky130hd
export DESIGN_NAME = EXE_stage
export DESIGN_NICKNAME = EXE_stage
export VERILOG_FILES = /design/flow/design.v
export SDC_FILE = /design/flow/constraint.sdc
export NUM_CORES = 4
export LEC_CHECK = 1
export CORE_UTILIZATION = 50
==> ./constraint.sdc <==
current_design EXE_stage

set clk_period 19.5
set clk_io_pct 0.2

create_clock -name clk0 -period $clk_period

set non_clock_inputs [all_inputs -no_clocks]
set_input_delay [expr $clk_period * $clk_io_pct] -clock clk0 $non_clock_inputs
set_output_delay [expr $clk_period * $clk_io_pct] -clock clk0 [all_outputs]
==> ./design.v <==
`timescale 1ns / 1ps
module alu(
	input signed [31:0]a,
	input signed [31:0]b,
	input [3:0]aluc,
	output [31:0]r,
	output z
);
wire [31:0]d_and = a & b;
wire [31:0]d_or = a | b;
wire [31:0]d_xor = a ^ b;
wire [31:0]d_lui = {b[15:0], 15'b0};
wire [31:0]d_and_or = aluc[2] ? d_or : d_and;
wire [31:0]d_xor_lui = aluc[2] ? d_lui : d_xor;
wire [31:0]d_as, d_sh;
assign d_as = aluc[2] ? (a - b) : (a + b);
shift shifter(
	.d(b),
	.sa(a[4:0]),
	.right(aluc[2]),
	.arith(aluc[3]),
	.sh(d_sh)
);
mux4 mux4_EXE(
	.mux4_0(d_as),
	.mux4_1(d_and_or),
	.mux4_2(d_xor_lui),
	.mux4_3(d_sh),
	.select4(aluc[1:0]),
	.mux4_out(r)
);
assign z = ~|r;
endmodule
`timescale 1ns / 1ps
module EXE_stage(
	input [31:0]ea, eb, eimm, epc4,
	input [4:0]ern0,
	input [3:0]ealuc,
	input ealuimm, eshift, ejal,
	output [31:0]ealu,
	output [4:0]ern
);
wire [31:0]alua, alub, sa, ealu0, epc8;
wire z;
assign sa = eimm;
alu_imm4 alu_imm4_EXE(
	.pc(epc4),
	.pc_plus(epc8)
);
assign alua = eshift ? sa : ea;
assign alub = ealuimm ? eimm : eb;
assign ealu = ejal ? epc8 : ealu0;
assign ern = ern0 | {5{ejal}};
alu alu_EE(
	.a(alua),
	.b(alub),
	.aluc(ealuc),
	.r(ealu0),
	.z(z)
);
endmodule
`timescale 1ns / 1ps
module mux4(
	input [31:0]mux4_1, mux4_2, mux4_3, mux4_0,
	output reg [31:0]mux4_out,
	input [1:0]select4
);
always @ (*)
begin
	case(select4)
		2'd0: mux4_out = mux4_0;
		2'd1: mux4_out = mux4_1;
		2'd2: mux4_out = mux4_2;
		2'd3: mux4_out = mux4_3;
		default: mux4_out = mux4_0;
	endcase
end
endmodule
`timescale 1ns / 1ps
module alu_imm4(
		input [31:0]pc,
		output [31:0]pc_plus
);
assign pc_plus = pc + 3'd4;
endmodule
`timescale 1ns / 1ps
module shift(
	input [31:0]d,
	input [4:0]sa,
	input right, arith,
	output reg [31:0]sh
);
always @ (*)
begin
	if(~right)
	begin
		sh = d << sa;
	end
	else if(~arith)
	begin
		sh = d >> sa;
	end
	else 
	begin
		sh = $signed(d) >>> sa;
	end
end
endmodule
==> results.json <==
{
  "status": "finished, final reports clean",
  "postRouteAntennaNets": 0,
  "cts-hold-fix-buffers": 0,
  "critPathRequiredTime_ns": 15.60,
  "timing.setup.critical_path_class": "input port to output port",
  "ant_cells": 0,
  "design.portCount": 177,
  "final-seq-area_sq_um": 0,
  "place_ws_ns": 6.454,
  "clkbuf_count": 0,
  "drv_cap": 0,
  "grt_pass1_wl_mm": 66.02,
  "synthesis.yosys.warnings": 2,
  "post-cts-setup-buffer-count": 0,
  "design.die.area_sq_mm": 0.02051,
  "routed_wire_length_per_instance_um": 25.32,
  "timing_worst_slew_pin_value_ns": 0.9667,
  "critical_path_top_delay_cell": "sky130_fd_sc_hd__mux2i_1",
  "rsz0062_at_grt": "false",
  "synth-seq-area-share_pct": 0,
  "worstHoldPathType": "input port to output port",
  "vias": 11847,
  "largest_net_degree_at_the_start_of_global_routing": 67,
  "finalWorstSetupSlack_ns": 6.309,
  "floorplan.core_area_sq_mm": 0.01953,
  "timing.max_slew.rel_slack_pct": 35.55,
  "via_density_per_instance": 6.720,
  "drive_above_1_share_pct": 8.611,
  "numPortBuffers": 177,
  "worstSetupPathDepth": 17,
  "crit_arrival_ns": 9.29,
  "min_delay_path_depth": 3,
  "timing.final.crit_period_ns": 13.19,
  "power.leakage_nw": 4.928,
  "finalCritPeriodShare_pct": 67.65,
  "ys_top_cells_by_area": "sky130_fd_sc_hd__mux2i_1, sky130_fd_sc_hd__ha_1, sky130_fd_sc_hd__a21oi_1",
  "drt_iter0_markers": 1375,
  "detail_route.first_pass.iterations": 6,
  "globalRouteTotalUtil_pct": 44.30,
  "yosys-stat-cells": 1393,
  "route.detailed.drc": 0,
  "total_congestion_overflow_after_global_routing": 0,
  "grt_antenna_before_repair": 1,
  "die.size.x_um": 143.2,
  "vdd_ir_drop_max_uv": 24.68,
  "dp_hpwl_mm": 34.79,
  "timing.critical_path.cells": "buf_4, buf_4, mux2i_1, and4_1, and2_1, and3_1, a21oi_1, xnor2_1, ha_1, nand4_1, a21oi_1, a211oi_1, a21boi_1, xnor2_1, a221oi_1, a22oi_1, clkdlybuf4s50_1",
  "critical_path_buf_inv_count": 3,
  "place_congestion": 1.060,
  "floorplan.die.height_um": 143.2,
  "top_cell_area_share_pct": 14.35,
  "syn-mean-instance-area_sq_um": 7.159,
  "finalPower_w": 0.0004616,
  "critical-path-max-stage-delay_ns": 0.77,
  "netlist_instances": 1393,
  "rows": 51,
  "netlist.top_cell.by_area": "sky130_fd_sc_hd__mux2i_1",
  "timing.final.max_slew_violations": 0,
  "first_global_vias": 10679,
  "stage_log_warnings": 66,
  "crit_path_start_kind": "input port",
  "setup-tns-final_ns": 0,
  "clock.fmax_mhz": 75.81,
  "synth_chip_area_sq_mm": 0.009972,
  "synthesis.area_sq_mm": 0.009972,
  "route.final.wire_length_mm": 44.64,
  "critPathMaxFanout": 21,
  "flow.area_growth_from_synthesis_pct": 18.36,
  "crit_path_end_kind": "output port",
  "hold_viol": 0,
  "post_cts.resized_instances": 0,
  "synth.lib_cells_used.distinct": 82,
  "power.density_mw_per_mm2": 39.11,
  "initial_core_util_pct": 51.07,
  "critPathTopFamily": "AND-OR/OR-AND gates",
  "setup_viol_count_final": 0,
  "numSequentialCells": 0
}
-- stage by stage --
step           cell area, sq um  std cells  utilization [%]  hold WS, ns
2_1_floorplan              9972       1393                -        7.827
3_3_place_gp              11800       1763            60.44        8.558
3_5_place_dp              11800       1763            60.44        8.555
4_1_cts                   11800       1763            60.44        8.559
5_1_grt                   11800       1763            60.44        8.608
6_report                  11800       1763            60.44        8.571
-- cells in the final DEF, fill, tap and decap left out, drive strengths merged, types with 8 or more instances in the layout --
master	n
mux2i	175
clkdlybuf4s50	173
nand2	127
nor2	123
a21oi	118
ha	97
o21ai	87
inv	77
xnor2	53
nor3	39
nand3	37
buf	34
xor2	29
a31oi	27
a211oi	26
a21o	23
a221oi	22
o211ai	21
o221ai	17
a22oi	16
and3	14
mux4	10
o22ai	10
a221o	9
mux2	8
-- synth_stat cells, types with 7 or more instances --
master / instances
sky130_fd_sc_hd__nand3_1: 36
sky130_fd_sc_hd__xnor2_1: 52
sky130_fd_sc_hd__a22oi_1: 16
sky130_fd_sc_hd__mux2i_1: 143
sky130_fd_sc_hd__and3_1: 14
sky130_fd_sc_hd__o221ai_1: 16
sky130_fd_sc_hd__o22ai_1: 10
sky130_fd_sc_hd__clkbuf_1: 53
sky130_fd_sc_hd__inv_2: 21
sky130_fd_sc_hd__nor2_1: 121
sky130_fd_sc_hd__a211oi_1: 26
sky130_fd_sc_hd__mux2i_4: 23
sky130_fd_sc_hd__ha_1: 97
sky130_fd_sc_hd__mux2_2: 8
sky130_fd_sc_hd__buf_4: 10
sky130_fd_sc_hd__xor2_1: 29
sky130_fd_sc_hd__buf_2: 20
sky130_fd_sc_hd__nand2_1: 127
sky130_fd_sc_hd__a221o_1: 9
sky130_fd_sc_hd__o21ai_0: 70
sky130_fd_sc_hd__buf_1: 13
sky130_fd_sc_hd__nor3_1: 39
sky130_fd_sc_hd__or2_2: 7
sky130_fd_sc_hd__o21ai_1: 17
sky130_fd_sc_hd__a21o_1: 23
sky130_fd_sc_hd__o211ai_1: 21
sky130_fd_sc_hd__mux4_2: 10
sky130_fd_sc_hd__a31oi_1: 27
sky130_fd_sc_hd__inv_1: 54
sky130_fd_sc_hd__mux2i_2: 9
sky130_fd_sc_hd__a221oi_1: 22
sky130_fd_sc_hd__a21oi_1: 118
-- routing by layer --
metal	up-vias	track usage, %	part of all wire, %
li1	5421	-	-
met1	5425	62.36	41
met2	871	63.41	40
met3	128	13.63	14
met4	2	16.18	4.5
met5	-	0	0.029
-- cell type report --
class | instances | area, sq um
multi-input cells | 1213 | 9194
fillers | 1867 | 7724
repair buffers | 207 | 1979
well taps | 265 | 331.6
inverters | 78 | 297.8
-- worst paths after layout --
path	slack, ns	startpoint	endpoint
max	6.31	ealuimm	ealu[22]
min	8.57	ejal	ealu[31]
-- cell families (layout without fill, tap and decap cells) --
group	after synthesis	in the layout	synth area share (%)
compound gates	448	448	29.95
xor+xnor	82	82	7.390
fa+ha+maj	98	98	12.37
buf+inv	180	285	8.080
mux	193	193	23.95
simple gates	392	392	18.26
-- power by group --
| group | switching (W) | internal (W) |
|---|---|---|
| clock network | 0 | 0 |
| registers | 0 | 0 |
| logic | 0.000273 | 0.000188 |
Power is estimated from default activity; no workload was simulated.
