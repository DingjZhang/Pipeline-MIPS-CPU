--- ./run.sh ---
#!/bin/bash
# OpenROAD 26Q1-2900-gdf79404cd8, Yosys 0.63+post, stock flow scripts
make -C /OpenROAD-flow-scripts/flow DESIGN_CONFIG=/design/flow/config.mk WORK_HOME=/design/flow/orfs finish
--- ./config.mk ---
export PLATFORM = sky130hd
export DESIGN_NAME = reg_ID_EXE
export DESIGN_NICKNAME = reg_ID_EXE
export VERILOG_FILES = /design/flow/design.v
export SDC_FILE = /design/flow/constraint.sdc
export NUM_CORES = 4
export LEC_CHECK = 1
export CORE_AREA = 10 10 220 220
export DIE_AREA = 0 0 230 230
--- ./constraint.sdc ---
current_design reg_ID_EXE

set clk_period 1.0
set clk_io_pct 0.2

create_clock -name clk0 -period $clk_period [get_ports {clk}]

set non_clock_inputs [all_inputs -no_clocks]
set_input_delay [expr $clk_period * $clk_io_pct] -clock clk0 $non_clock_inputs
set_output_delay [expr $clk_period * $clk_io_pct] -clock clk0 [all_outputs]
--- ./design.v ---
`timescale 1ns / 1ps
module reg_ID_EXE(
	input [31:0]da, db, dimm, dpc4,
	input [4:0]drn,
	input [3:0]daluc,
	input dwreg, dm2reg, dwmem, daluimm, dshift, djal,
	input clk, rst_n,
	input [31:0]inst_DE_in,
	input rsrtequ_DE_in,
	output reg [31:0]ea, eb, epc4, eimm,
	output reg [4:0]ern,
	output reg [3:0]ealuc,
	output reg ewreg, em2reg, ewmem, ealuimm, eshift, ejal,
	output reg [31:0]inst_DE_out,
	output reg rsrtequ_DE_out
);
always @ (posedge clk or negedge rst_n)
begin
	if(~rst_n)
	begin
		ewreg <= 0;
		em2reg <= 0;
		ewmem <= 0;
		ealuc <= 0;
		ealuimm <= 0;
		ea <= 0;
		eb <= 0;
		eimm <= 0;
		ern <= 0;
		eshift <= 0;
		ejal <= 0;
		epc4 <= 0;
		inst_DE_out <= 0;
		rsrtequ_DE_out <= 0;
	end
	else
	begin 
		ewreg <= dwreg;
		em2reg <= dm2reg;
		ewmem <= dwmem;
		ealuc <= daluc;
		ealuimm <= daluimm;
		ea <= da;
		eb <= db;
		eimm <= dimm;
		ern <= drn;
		eshift <= dshift;
		ejal <= djal;epc4 <= dpc4;
		inst_DE_out <= inst_DE_in;
		rsrtequ_DE_out <= rsrtequ_DE_in;
	end
end
endmodule
==> impl_metrics.ini <==
; physical design summary
[cells_and_area]
drive_gt1_share_pct = 38.5
combGateArea_um2 = 0
synthToLayoutAreaGrowth_pct = 93.0
postLayoutCoreUtil_pct = 19.6
nMultiInputCombCells = 0
num-fill-cells = 4740
fin_area_um2 = 8500
register_area_um2 = 4400

[critical_path]
slowest_delay_ns = 0.40
startpoint = inst_DE_out[24]
worst_path_max_delay_cell = dfrtp_1
critical_path.endpoint_type = output port
cp.buffers_inverters = 1
timing.critical_path.from_type = flop
cp_data_arrival_time_ns = 1.01
critical_path_cell_sequence = buf_2
critical_path_peak_fanout = 1
crit_type = reg -> out
required_ns = 0.80
timing.critical_path.max_delay_family = flip-flops

[global_route]
grt_pass1_wl_mm = 24.8
grt_antenna_before_repair = 1
first_global_vias = 3323
grt_start_max_net_pins = 33
groute.usage.overall_pct = 6.51
grt.overflow.total = 0

[placed_design]
cell_area_reported_after_detailed_placement_um2 = 8790
place_congestion = 0.881
place.detailed.hpwl_mm = 14.3
port_buffers = 353
post-place-ws_ns = -0.0943

[yosys]
ys_seq_share_pct = 100
synth_flops = 176
post_synth_instance_area_um2 = 4400
yosys_warnings = 1
synth.lib_cells_used.distinct = 1
cells_after_synthesis = 176
ys_chip_area_um2 = 4400
syn_avg_cell_area_um2 = 25.0
yosys_cells = 176

[sta]
period_used_pct = 121
maxSlewHeadroom_pct = 75.5
grt_setup_unrepaired = yes
max_freq_mhz = 827
timing.final.hold_violations = 0
totalNegativeSetupSlack_ns = -25.45
final_max_slew_viols = 0
worst_pin_slew_ns = 0.368
final_critical_path_setup_slack_ns = -0.210
final-setup-viol-count = 176
finalCriticalPeriod_ns = 1.21

[run]
max_cap_viol_count = 0
tool_warnings = 27

[clocking]
cts_tree = done
cts_made_buffers = 17
cts_setup_buffers = 0
cts_max_path_buffers = 2
cts-htree-levels = 4
clock_tree.root_cell = clkbuf_16
cts_clock_pin_slew_for_the_worst_setup_and_hold_paths_ns = 0.07
clock_sinks = 176

[pwr]
vdd.ir_drop.worst_mv = 1.26
power-per-cell-area_nw_per_um2 = 1800
leakage_nw = 3.79

[drt]
route.detailed.wl_per_inst_um = 15.2
wl_mm = 17.6
drc = 0
initialDrtViolationCount = 95
n_antenna_cell = 0
via_count = 2944
drt_pass1_iterations = 3
ant_nets = 0
vias_per_cell = 2.54

[worst_hold_path]
hold_start = dpc4[19]
path_class_of_the_lowest_slack_min_delay_path = in -> reg

[die]
fp-row-count = 76
fp_util_pct = 10.2
chipWidth_um = 230
coreArea_um2 = 43400
die-height_um = 230
floorplan.die_area_um2 = 52900
ios = 354

[run_status]
failed_checks = setup timing
run_status = finished, violations left
sequential cells by signal, indices dropped and copies added (netlist names), 4 cells and up:
register,flops
eb,32
epc4,32
eimm,32
ern,5
inst_DE_out,32
ea,32
ealuc,4
placed cells by master (no fill, tap or decap):
master             n
clkinvlp_4         2
dlygate4sd3_1      1
dfrtp_1          176
clkinv_8           2
buf_4             10
clkbuf_16         17
clkinv_2           2
buf_6              2
clkinv_4           2
inv_6              3
buf_12             2
inv_8              4
clkbuf_8           1
clkdlybuf4s50_1  176
buf_2            174
final cells by class:
class	count	share of cell area, %
well taps	585	8.61
flip-flops and latches	176	51.8
clock inverters	15	1.72
clock buffers	17	5.00
repair buffers	366	32.9
cells in the mapped netlist:
cell,n,share of area (%)
dfrtp_1,176,100
cells by family after synthesis:
logic type | Yosys count | synth area share [%]
flip-flops | 176 | 100
per-stage QoR:
stage,hold slack [ns],std cells,total power [mW]
2_1_floorplan,-0.0956,176,7.60
3_3_place_gp,0.159,1126,9.34
3_5_place_dp,0.156,1126,9.35
4_1_cts,0.0830,1159,15.8
5_1_grt,0.108,1159,16.0
6_report,0.155,1159,15.3
where the power goes:
group          total (mW)  internal [mW]  switching [mW]
sequential           7.55           7.47          0.0818
clock                6.46           3.29            3.17
combinational        1.25          0.877           0.371
total                15.3           11.6            3.63
worst paths after layout:
check,endpoint,depth (start not counted)
max,inst_DE_out[24],1
min,epc4[19],1
max in group asynchronous,eb[30],3
min in group asynchronous,inst_DE_out[3],2
repair_timing:
action | in CTS | in global routing
resized | 576 | 2
endpoints found under the hold margin | 150 | 0
cloned | 0 | 0
setup endpoints to repair | 176 | 176
hold buffers | 1 | 0
layer usage:
layer,GRT usage (%),share of wire (%),vias up,routed length (µm)
li1,-,-,1321,-
met1,6.97,35,1425,6130
met2,10.9,51,182,9010
met3,3.94,12,16,2100
met4,1.25,2.3,0,403
met5,0,0,-,0
Power is estimated from default activity; no workload was simulated.
