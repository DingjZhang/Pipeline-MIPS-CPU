## ./config.mk

```make
export PLATFORM = sky130hd
export DESIGN_NAME = IR
export DESIGN_NICKNAME = IR
export VERILOG_FILES = /design/flow/design.v
export SDC_FILE = /design/flow/constraint.sdc
export NUM_CORES = 4
export LEC_CHECK = 1
export CORE_UTILIZATION = 50
```

## ./constraint.sdc

```tcl
current_design IR

set clk_period 1.0
set clk_io_pct 0.2

create_clock -name clk0 -period $clk_period [get_ports {clk}]

set non_clock_inputs [all_inputs -no_clocks]
set_input_delay [expr $clk_period * $clk_io_pct] -clock clk0 $non_clock_inputs
set_output_delay [expr $clk_period * $clk_io_pct] -clock clk0 [all_outputs]
```

## ./design.v

```verilog
`timescale 1ns / 1ps
module IR(
	input [31:0]pc4, ins,
	input wir, clk, rst_n,
	output [31:0]dpc4, inst
);	
pc pc_plus_4(
	.npc(pc4),
	.clk(clk),
	.wpc(wir),
	.rst_n(rst_n),
	.pc(dpc4)
);
pc instruction(
	.npc(ins),
	.clk(clk),
	.wpc(wir),
	.rst_n(rst_n),
	.pc(inst)
);
endmodule
`timescale 1ns / 1ps
module pc(
	input [31:0]npc,
	input wpc, clk, rst_n,
	output reg [31:0]pc
);
always @ (posedge clk or negedge rst_n)
begin
	if(~rst_n)
	begin
		pc <= 32'b0;
	end
	else
	begin
		if(wpc) pc <= npc;
		else	pc <= pc;
	end
end
endmodule
```

## ./run.sh

```bash
#!/bin/bash
# OpenROAD 26Q1-2900-gdf79404cd8, Yosys 0.63+post, stock flow scripts
make -C /OpenROAD-flow-scripts/flow DESIGN_CONFIG=/design/flow/config.mk WORK_HOME=/design/flow/orfs finish
```

==> reports/results.tsv <==
metric	value	unit
Yosys Instances	135	
met1 usage	0.389	
Final Slew Violations	0	
leading area contributor after synthesis	dfrtp_1	
most used logic cell in the final layout	buf_2	
worst setup path category	flop to primary output	
Critical Path End	inst[1]	
drt drc	0	
dpl hpwl	4410	µm
first-pass GRT wire length	9130	µm
met3 Use GR	0.0733	
RSZ-0062 raised after global routing	true	
syn avg cell area	19.8	µm²
Final Wtd Congestion	0.753	
DIE WIDTH	75.2	µm
pin count of the biggest net entering global routing	33	
Rel. slew slack	0.838	
Die Y	75.2	µm
worst r2r path cells	2	
Critical Path RT	0.80	ns
fin crit share	1.09	
Initial Utilization	0.521	
worst reg2reg setup slack	0.10	ns
post-synthesis cell count	135	
Crit path depth	1	
Top delay family on crit path	flip-flops	
I/O pin total	131	
Worst-Margin Slew	0.242	ns
yosys stat chip area	0.00268	mm²
pre-CTS setup slack	-0.0794	ns
RR Startpoint	instruction.pc[25]	
GRT Util Overall	0.234	
Netlist cell types	5	
Vias	1772	
CTS tree	built	
most frequent cells in the layout	buf_2 (65), clkdlybuf4s50_1 (64), dfrtp_1 (64)	
Fin. Hold Viols	0	
Rows	26	
outcome	complete, but fails checks	
Via-to-Cell Ratio	4.63	
clock latency (worst-skew pair)	0.33	ns
CP Max Fanout	2	
# fillers	309	
starting DRC count in detailed routing	40	
Fin Hold WS	0.272	ns
Design Area, Final	0.00417	mm²
Synth Seq Share	0.598	
M2 GR Usage	0.325	
fin crit period	1.09	ns
Setup Skew	0	ns
OpenROAD warning count	28	
clk slew on worst S/H paths	0.06	ns
layout cells sized above 1	0.581	
H-tree depth	3	
cell area after synthesis	0.00268	mm²
min-delay worst type	input pin to async pin	
dpl cells	341	
antenna violations before repair	0	
max-capacitance violation count	0	
post-route antenna net violation count	0	
worst-case vdd ir drop	1.01	mV
pwr/cell area	1550	mW/mm²
Setup violations, final	64	
die area	0.00565	mm²
Non-Filler Instances	383	
TritonCTS Buffers	9	
P&R area growth vs syn	55.8	%
CP startpoint	instruction.pc[1]	
fmax	914	MHz
WP buf/inv	1	
Overflow after GRT	0	
Area leader share	0.598	
Worst setup EP type	primary output	
Most Used Layer, Global Route	met1	
FF-to-FF End	instruction.pc[25]	
crit path DAT	0.89	ns
Cell Chain, Critical Path	buf_2	
# port buffers	130	
clock tree buffer depth	2	
CTS root buffer	clkbuf_8	
Pre-antenna DRT Iters	3	
slowest cell on the critical path	dfrtp_1	
final wirelength	6310	µm
failing checks	setup timing	
ant diodes	0	
wire per inst	16.5	µm
CORE AREA	0.00514	mm²
Leak Pwr	2.09	nW
ys flops	64	
fin worst setup slack	-0.0939	ns
clk sinks	64	
CP startpoint kind	flop	
Syn. warnings	1	
vias in the first global route	1751	
dpl cell area	0.00409	mm²
top cells by area	dfrtp_1 (60%), mux2_4 (34%), buf_12 (4.5%)	
CP peak stage delay	0.41	ns
[worst min path at each step]
stage | start | endpoint | slack, ns | cells past startpoint
CTS | rst_n | instruction.pc[1] | 0.26 | 2
global route | rst_n | instruction.pc[3] | 0.26 | 2
finish | rst_n | instruction.pc[1] | 0.27 | 2
[metal layers]
| layer | vias up | share of wire |
|---|---|---|
| li1 | 818 | - |
| met1 | 851 | 0.46 |
| met2 | 89 | 0.43 |
| met3 | 14 | 0.090 |
| met4 | 0 | 0.019 |
| met5 | - | 0 |
[timing repair]
item,in CTS,in global routing
setup endpoints to repair,64,66
setup buffers,13,14
hold endpoints to repair,57,0
gates resized,195,2
cloned,0,0
hold buffers,1,0
[cell families after synthesis]
group | Yosys count | synth area share
multiplexers | 64 | 0.353
flip-flops | 64 | 0.598
buffers and inverters | 7 | 0.0490
[synth_stat cells]
cell and instances:
buf_12 6, buf_6 1, dfrtp_1 64, mux2_2 4, mux2_4 60
[through the flow]
stage	setup TNS (ns)	util	total power, mW
2_1_floorplan	0	-	3.47
3_3_place_gp	-0.186	0.796	4.37
3_5_place_dp	-0.693	0.796	4.41
4_1_cts	-2.74	0.793	6.45
5_1_grt	-4.12	0.812	6.75
6_report	-1.96	0.812	6.47
[where the power goes]
| part | leakage [nW] | internal [mW] | switching (mW) | total [mW] |
|---|---|---|---|---|
| registers | 0.748 | 2.85 | 0.140 | 2.99 |
| clock network | 0.103 | 1.28 | 0.924 | 2.20 |
| logic | 1.23 | 0.949 | 0.323 | 1.27 |
[sequential cells by signal, summed over array words and instances, names as in the netlist]
signal,cells
pc_plus_4.pc,32
instruction.pc,32
[cell type report]
cell class,instances,area [µm²],share of cell area
repair buffers,169,1340,0.321
well taps,70,87.6,0.0210
clock buffers,13,159,0.0381
flip-flops and latches,64,1600,0.384
multi-input cells,64,946,0.227
clock inverters,3,40.0,0.00960
No activity file was given, so power comes from the tool's default toggle rates.
